[flow/config.mk]
export PLATFORM = sky130hd
export DESIGN_NAME = top
export DESIGN_NICKNAME = top
export VERILOG_FILES = /design/flow/design.v
export SDC_FILE = /design/flow/constraint.sdc
export NUM_CORES = 4
export LEC_CHECK = 1
export CORE_AREA = 10 10 190 190
export DIE_AREA = 0 0 200 200
[flow/constraint.sdc]
current_design top

set clk_period 14.7
set clk_io_pct 0.2

create_clock -name clk0 -period $clk_period [get_ports {slave_1_ack}]
create_clock -name clk1 -period $clk_period [get_ports {slave_2_ack}]

set non_clock_inputs [all_inputs -no_clocks]
set_input_delay [expr $clk_period * $clk_io_pct] -clock clk0 $non_clock_inputs
set_output_delay [expr $clk_period * $clk_io_pct] -clock clk0 [all_outputs]
[flow/design.v]
module Mux_masters
#(
	parameter bits_addr_slave =	 2,  
	parameter masters_number =	 2,  
	parameter first_master = 	 2'b01,
	parameter second_master = 	 2'b10,
	parameter N = 32
 )(
	input reg [masters_number-1:0]	arb_master_req,
	input reg [N-1:0]			master_1_addr,
	input reg					master_1_cmd,
	input reg [N-1:0]			master_1_wdata,
	input reg 					master_1_req,
	input reg [N-1:0]			master_2_addr,
	input reg					master_2_cmd,
	input reg [N-1:0]			master_2_wdata,
	input reg 					master_2_req,
	input reg 					slave_ack,
	input reg [N-1:0]			slave_rdata,
	output reg					slave_req,
	output reg [N-1:0]			slave_addr,
	output reg					slave_cmd,
	output reg [N-1:0]			slave_wdata,
	output reg 					master_1_ack,
	output reg [N-1:0]			master_1_rdata,
	output reg 					master_2_ack,
	output reg [N-1:0]			master_2_rdata,
	input					rst
);
	always @*
	if(rst)
	begin
		slave_req  = '0;
		slave_addr = '0;
		slave_cmd  = '0;
		slave_wdata = '0;
		master_1_ack = 0;
		master_1_rdata = 0;
		master_2_ack = 0;
		master_2_rdata = 0;
	end
	else
	case (arb_master_req)			 
			first_master:
			begin
				slave_req = master_1_req;
				slave_addr = master_1_addr;
				slave_cmd  = master_1_cmd;
				slave_wdata = master_1_wdata;
				master_1_ack  = slave_ack;
				master_1_rdata  = slave_rdata;
				master_2_ack  = 0;
				master_2_rdata  ='0;
			end
			second_master:
			begin
				slave_req = master_2_req;
				slave_addr = master_2_addr;
				slave_cmd  = master_2_cmd;
				slave_wdata = master_2_wdata;
				master_1_ack  = 0;
				master_1_rdata  = '0;
				master_2_ack  = slave_ack;
				master_2_rdata  = slave_rdata;
			end
			default:
			begin
				slave_req = 0;
				slave_addr =0;
				slave_cmd  = 0;
				slave_wdata = 0;
				master_1_ack  = 0;
				master_1_rdata  = '0;
				master_2_ack  = 0;
				master_2_rdata  = 0;
			end
	endcase
endmodule
module Mux_slaves
#(
	parameter bits_addr_slave =	 2,  
	parameter slaves_number =	 2,  
	parameter first_slave = 	 1'b0,
	parameter second_slave = 	 1'b1,
	parameter N = 32
 )(
	input				master_req,
	input [N-1:0]		master_addr,
	input				master_cmd,
	input [N-1:0]		master_wdata,
	input 				slave_1_ack	,
	input [N-1:0]		slave_1_rdata ,
	output reg				slave_1_req	,
	output reg [N-1:0]		slave_1_addr,
	output reg				slave_1_cmd	,
	output reg [N-1:0]		slave_1_wdata,
	input 				slave_2_ack	,
	input [N-1:0]		slave_2_rdata ,
	output reg				slave_2_req	,
	output reg [N-1:0]		slave_2_addr	,
	output reg				slave_2_cmd	,
	output reg [N-1:0]		slave_2_wdata	,
	output reg 				master_ack,
	output reg [N-1:0]		master_rdata,
	input					rst
);
	always @*
		if(rst)
		begin
			slave_1_req  = '0;
			slave_1_addr  = '0;
			slave_1_cmd  = '0;
			slave_1_wdata  = '0;
			slave_2_req  = '0;
			slave_2_addr  = 32'h80000000;
			slave_2_cmd  = '0;
			slave_2_wdata  = '0;
			master_ack = '0;
			master_rdata = '0;
		end
		else
		case (master_addr[31])			 
				first_slave:
				begin
					slave_1_req  = master_req;
					slave_1_addr  = master_addr;
					slave_1_cmd  = master_cmd;
					slave_1_wdata = master_wdata;
					master_ack = slave_1_ack;
					master_rdata = slave_1_rdata;
					slave_2_req ='0;
					slave_2_cmd ='0;
					slave_2_wdata = '0;
				end
				second_slave:
				begin
					slave_2_req  = master_req;
					slave_2_addr  = master_addr;
					slave_2_cmd  = master_cmd;
					slave_2_wdata = master_wdata;
					master_ack = slave_2_ack;
					master_rdata = slave_2_rdata;
					slave_1_req = '0;
					slave_1_cmd = '0;
					slave_1_wdata = '0;
				end
		endcase
endmodule
module arbiter
  #(
    parameter N = 2  
  )(
		input wire		    rst,
		input wire			ack,
      input wire  [N-1:0] req,
      output wire [N-1:0]	grant
  );
  reg  [N-1:0] pointer_req;
  wire [2*N-1:0] double_req = {req,req};
  wire [2*N-1:0] double_grant = double_req & ~(double_req - pointer_req);
assign grant= double_grant[N-1:0] | double_grant[2*N-1:N];
  wire [N-1:0]   new_req = req ^ grant;
  wire [2*N-1:0] new_double_req = {new_req,new_req};
  wire [2*N-1:0] new_double_grant  = new_double_req & ~(new_double_req - pointer_req);
  wire [N-1:0]	 new_pointer_req =  new_double_grant[N-1:0] | new_double_grant[2*N-1:N];
  always @ (negedge ack)
    if (rst || new_pointer_req == 0)
      pointer_req <=  1;
    else
	begin
      pointer_req <=  new_pointer_req;
	end
endmodule
module top
#(parameter N=32,
  parameter masters_number = 2,
  parameter slaves_number = 2
)(
	input 				rst,
	input 				clk,
	input 				master_1_req,
	input[N-1:0] 		master_1_addr,
	input 				master_1_cmd,
	input[N-1:0] 		master_1_wdata,
	input 				master_2_req,
	input[N-1:0] 		master_2_addr,
	input 				master_2_cmd,
	input[N-1:0] 		master_2_wdata,
	input 				slave_1_ack,
	input[N-1:0] 		slave_1_rdata,
	input 				slave_2_ack,
	input[N-1:0] 		slave_2_rdata,
	output 				slave_1_req,
	output[N-1:0] 		slave_1_addr,
	output 				slave_1_cmd,
	output[N-1:0] 		slave_1_wdata,
	output 				slave_2_req,
	output[N-1:0] 		slave_2_addr,
	output 				slave_2_cmd,
	output[N-1:0] 		slave_2_wdata,
	output 				master_1_ack,
	output[N-1:0] 		master_1_rdata,
	output 				master_2_ack,
	output[N-1:0] 		master_2_rdata,
	output [1:0] arb_slave_1_req,
	output [1:0] arb_slave_2_req,
	output [1:0] arb_to_slave_1,
	output [1:0] arb_to_slave_2
);
	reg 				reg_to_slave_1_req [masters_number-1:0];
	reg[N-1:0] 			reg_to_slave_1_addr [masters_number-1:0];
	reg 				reg_to_slave_1_cmd [masters_number-1:0];
	reg[N-1:0] 			reg_to_slave_1_wdata [masters_number-1:0];
	reg 				reg_to_slave_2_req [masters_number-1:0];
	reg[N-1:0] 			reg_to_slave_2_addr [masters_number-1:0];
	reg 				reg_to_slave_2_cmd [masters_number-1:0];
	reg[N-1:0] 			reg_to_slave_2_wdata [masters_number-1:0];
	reg 				reg_to_master_1_ack [slaves_number-1:0];
	reg[N-1:0] 			reg_to_master_1_rdata [slaves_number-1:0];
	reg 				reg_to_master_2_ack [slaves_number-1:0];
	reg[N-1:0] 			reg_to_master_2_rdata [slaves_number-1:0];
	reg[slaves_number-1:0]			arb_to_slave_1_req;
	assign arb_to_slave_1	=		arb_to_slave_1_req;
	reg[slaves_number-1:0]			arb_to_slave_2_req;
	assign arb_to_slave_2	= 		arb_to_slave_2_req;
	Mux_slaves master1
	(
		.master_req(master_1_req),
		.master_addr(master_1_addr),
		.master_cmd(master_1_cmd),
		.master_wdata(master_1_wdata),
		.slave_1_ack(reg_to_master_1_ack[0]),
		.slave_1_rdata(reg_to_master_1_rdata[0]),
		.slave_2_ack(reg_to_master_1_ack[1]),
		.slave_2_rdata(reg_to_master_1_rdata[1]),
		.slave_1_req(reg_to_slave_1_req[0]),
		.slave_1_addr(reg_to_slave_1_addr[0]),
		.slave_1_cmd(reg_to_slave_1_cmd[0]),
		.slave_1_wdata(reg_to_slave_1_wdata[0]),
		.slave_2_req(reg_to_slave_2_req[0]),
		.slave_2_addr(reg_to_slave_2_addr[0]),
		.slave_2_cmd(reg_to_slave_2_cmd[0]),
		.slave_2_wdata(reg_to_slave_2_wdata[0]),
		.master_ack(master_1_ack),
		.master_rdata(master_1_rdata),
		.rst(rst)
	);
	Mux_slaves master2
	(
		.master_req(master_2_req),
		.master_addr(master_2_addr),
		.master_cmd(master_2_cmd),
		.master_wdata(master_2_wdata),
		.slave_1_ack(reg_to_master_2_ack[0]),
		.slave_1_rdata(reg_to_master_2_rdata[0]),
		.slave_2_ack(reg_to_master_2_ack[1]),
		.slave_2_rdata(reg_to_master_2_rdata[1]),
		.slave_1_req(reg_to_slave_1_req[1]),
		.slave_1_addr(reg_to_slave_1_addr[1]),
		.slave_1_cmd(reg_to_slave_1_cmd[1]),
		.slave_1_wdata(reg_to_slave_1_wdata[1]),
		.slave_2_req(reg_to_slave_2_req[1]),
		.slave_2_addr(reg_to_slave_2_addr[1]),
		.slave_2_cmd(reg_to_slave_2_cmd[1]),
		.slave_2_wdata(reg_to_slave_2_wdata[1]),
		.master_ack(master_2_ack),
		.master_rdata(master_2_rdata),
		.rst(rst)
	);
assign arb_slave_1_req = {reg_to_slave_1_req[1],reg_to_slave_1_req[0]};
assign arb_slave_2_req = {reg_to_slave_2_req[1],reg_to_slave_2_req[0]};
	arbiter arb1
	(
		.ack(slave_1_ack),
		.req(arb_slave_1_req),
		.grant(arb_to_slave_1_req),
		.rst(rst)
	);
	arbiter arb2
	(
		.ack(slave_2_ack),
		.req(arb_slave_2_req),
		.grant (arb_to_slave_2_req),
		.rst(rst)
	);
	Mux_masters	slave_1
	(
		.arb_master_req(arb_to_slave_1_req),
		.master_1_addr(reg_to_slave_1_addr[0]),
		.master_1_cmd(reg_to_slave_1_cmd[0]),
		.master_1_wdata(reg_to_slave_1_wdata[0]),
		.master_1_req(reg_to_slave_1_req[0]),
		.master_2_addr(reg_to_slave_1_addr[1]),
		.master_2_cmd(reg_to_slave_1_cmd[1]),
		.master_2_wdata(reg_to_slave_1_wdata[1]),
		.master_2_req(reg_to_slave_1_req[1]),
		.slave_ack(slave_1_ack),
		.slave_rdata(slave_1_rdata),
		.master_1_ack(reg_to_master_1_ack[0]),
		.master_1_rdata(reg_to_master_1_rdata[0]),
		.master_2_ack(reg_to_master_2_ack[0]),
		.master_2_rdata(reg_to_master_2_rdata[0]),
		.slave_req(slave_1_req),
		.slave_addr(slave_1_addr),
		.slave_cmd(slave_1_cmd),
		.slave_wdata(slave_1_wdata),
		.rst(rst)
	);
	Mux_masters	slave_2
	(
		.arb_master_req(arb_to_slave_2_req),
		.master_1_addr(reg_to_slave_2_addr[0]),
		.master_1_cmd(reg_to_slave_2_cmd[0]),
		.master_1_wdata(reg_to_slave_2_wdata[0]),
		.master_1_req(reg_to_slave_2_req[0]),
		.master_2_addr(reg_to_slave_2_addr[1]),
		.master_2_cmd(reg_to_slave_2_cmd[1]),
		.master_2_wdata(reg_to_slave_2_wdata[1]),
		.master_2_req(reg_to_slave_2_req[1]),
		.slave_ack(slave_2_ack),
		.slave_rdata(slave_2_rdata),
		.master_1_ack(reg_to_master_1_ack[1]),
		.master_1_rdata(reg_to_master_1_rdata[1]),
		.master_2_ack(reg_to_master_2_ack[1]),
		.master_2_rdata(reg_to_master_2_rdata[1]),
		.slave_req(slave_2_req),
		.slave_addr(slave_2_addr),
		.slave_cmd(slave_2_cmd),
		.slave_wdata(slave_2_wdata),
		.rst(rst)
	);
endmodule
[flow/run.sh]
#!/bin/bash
# OpenROAD 26Q1-2900-gdf79404cd8, Yosys 0.63+post, stock flow scripts
make -C /OpenROAD-flow-scripts/flow DESIGN_CONFIG=/design/flow/config.mk WORK_HOME=/design/flow/orfs finish
==> notes.md <==
This note records the results obtained with Yosys and OpenROAD.

Logic synthesis
The cell count after synthesis came out at 735. The count of distinct cell types in the synthesized netlist is 32. Counting instances in the post-synthesis netlist gives the leading cell types as 201 x sky130_fd_sc_hd__nor2_1, 198 x sky130_fd_sc_hd__a22oi_1, 128 x sky130_fd_sc_hd__dlxtn_1.

The combined area of all synthesized cells is 5530 um^2. In the Yosys report the total cell count is 735. In this run the mean area of a mapped cell was 7.52 um^2. The most common cell in the synthesized netlist is sky130_fd_sc_hd__nor2_1.

The proportion of synthesized flip-flops having asynchronous set or reset is 0. The flop and latch count out of synthesis is 132. The biggest area contributor in the post-synthesis netlist is sky130_fd_sc_hd__dlxtn_1. The Yosys step of the flow raised 40 warnings.

In the post-synthesis netlist, the biggest area contributors are sky130_fd_sc_hd__dlxtn_1 35%, sky130_fd_sc_hd__a22oi_1 27%, sky130_fd_sc_hd__nor2_1 14%. The area recorded from the Yosys report for this design is 5530 um^2. The number of synthesized flops with an enable pin is 0.

The area fraction of the largest cell type after synthesis is 0.347. The commonest register cell is sky130_fd_sc_hd__dlxtn_1.

CTS
TritonCTS built the clock tree. The register clock-pin slew on the reported worst setup and hold paths is around 0.040 ns. The post-CTS setup repair buffer count is 0.

The number of gates resized after CTS was 0. For this design, the CTS-stage hold fixing added 0 buffers.

Floorplan
The chip occupies roughly 40000 um^2. The height of the chip is 200 um. The area of the placeable core is 31800 um^2. For reference, the placement row count at floorplan is about 65.

During I/O placement, the number of pins put on the boundary was 406. The horizontal die size is 200 um. For this configuration, the core starts out at a cell density of 0.174.

Run status
The run finished with clean final reports.

Layout
Counting the fill cells in the layout gives between 3000 and 4000. The final report gives the standard cell area, fillers excluded, as 10200 um^2. Per the final layout report, the fraction of cells sized above drive strength 1 comes to 0.0420. The synthesis-to-finish area growth is 85.3%.

Place
The count of input and output buffers is 403. The half-perimeter wire length of the detailed placement result is 23200 um. The placement-stage cell area is 9870 um^2.

Prior to clock tree synthesis, the placed netlist has a worst setup slack of approximately 1.1 ns. After its last routability iteration, the placer logged a weighted congestion of 0.976.

Worst setup path
The biggest fanout along the worst timing path is 37. The worst setup path is of the flop to output port kind. The count of cells along the worst register-to-register path is 8.

STA classifies the critical path endpoint as an output port. The end of the worst register-to-register path is arb1.pointer_req[0]$_SDFF_NP1_. The launching element type of the critical path is a flop. The data arrival at the endpoint of the critical path is around 11 ns.

In this run the critical register-to-register path is launched from arb1.pointer_req[0]$_SDFF_NP1_. The timing report gives the worst reg2reg path a setup slack of 12.43 ns. The data required time reported for the critical path is 11.76 ns.

Flow run
In this run the tools logged warnings totalling 35. The max-cap violation count is 0.

Timing
The count of endpoints without a timing constraint is 128. Setup repair after global routing left no endpoint under its margin. The worst hold slack is 0.710 ns. The final report lists the setup-violating endpoint count as 0. The setup TNS after final layout is 0 ns. In the post-route analysis, the smallest setup slack over all paths is roughly 0.64 ns. The number of pins exceeding their max-slew limit in the final report is 0. The worst setup skew after layout is 0.00374 ns. The worst-margin pin slew is approximately 0.83 ns. The final hold violation count is 0.

The number of register pins that no clock reaches is 128. Checking max transition, the worst relative margin is 0.449.

Worst hold path
The terminating pin of the worst hold path is arb1.pointer_req[0]$_SDFF_NP1_. The type of the tightest min-delay check is flop to flop. Counting instances, the worst hold path has a depth of 3. The source of the worst hold timing path is arb1.pointer_req[0]$_SDFF_NP1_.

Drt
The average vias per placed instance is 4.51. The per-cell routed wire length is 20.0 um. The count of nets left with antenna violations after detail routing is 0. Per the detail_route report, DRC violations left total 0. Per the detail_route report, the via count comes to 6907.

The initial DRC count is 361. In the log, the iteration count for the first detailed-route pass is 5. The wire length reported by the detailed router is 30600 um.

GRT
The residual overflow from global routing is 0. The via count of the first global-routing pass is 7075. The maximum number of pins on one net before global-route repair is approximately 74. The number of antenna violations at the first check in global routing is 1. The overall routing resource usage is 0.142. The first global-routing pass estimated 43600 um of wire.

Pwr
The power report puts the leakage power at between 3 and 4 nW. The power density normalized to cell area is 35.6 nW/um^2. The peak supply drop is a little over 80 uV.
per-stage QoR:
stage | utilization | instances | power, mW
global placement | 0.310 | 1514 | 0.172
finish | 0.322 | 1533 | 0.364
global route | 0.322 | 1531 | 0.385
detailed placement | 0.310 | 1514 | 0.172
CTS | 0.322 | 1530 | 0.369
floorplan | - | 735 | 0.0838
worst max-delay path, cell delays in order, from the launching register on:
cell and delay, ns:
sky130_fd_sc_hd__dfxtp_1 0.38, sky130_fd_sc_hd__inv_1 0.10, sky130_fd_sc_hd__nor2_1 0.15, sky130_fd_sc_hd__fa_1 0.47
sky130_fd_sc_hd__o21a_1 0.22, sky130_fd_sc_hd__ha_1 0.26, sky130_fd_sc_hd__or2_2 0.58, sky130_fd_sc_hd__buf_4 0.51
sky130_fd_sc_hd__nor2_1 0.11, sky130_fd_sc_hd__clkdlybuf4s50_1 0.47
report_power, final:
group          total, mW  leakage (nW)  internal (mW)  switching [mW]
sequential        0.0330          1.04         0.0317         0.00128
clock              0.197         0.206          0.164          0.0325
combinational      0.135          2.33         0.0740          0.0608
total              0.364          3.58          0.270          0.0946
final cells by class:
class | instances | area (um^2) | share of cell area
multi-input combinational | 509 | 3070 | 0.300
inverter | 14 | 52.6 | 0.00513
clock buffer | 16 | 370 | 0.0362
antenna | 3 | 7.51 | 0.000733
tap | 435 | 544 | 0.0532
clock inverter | 4 | 15.0 | 0.00147
sequential | 132 | 2000 | 0.196
timing repair buffer | 420 | 4180 | 0.408
kinds of logic (layout without fill, tap and decap cells):
| kind of cell | count (synthesis) | after routing | share of synthesized area |
|---|---|---|---|
| compound gates | 212 | 212 | 0.287 |
| fa+ha+maj | 12 | 12 | 0.0326 |
| buf+inv | 94 | 454 | 0.0854 |
| flops | 4 | 4 | 0.0145 |
| latches | 128 | 128 | 0.347 |
| other cells | 0 | 3 | 0 |
| simple gates | 285 | 285 | 0.233 |
worst max-delay path by stage:
stage	startpoint	endpoint	slack, ns	cells after the start
after CTS	arb2.pointer_req[1]$_SDFF_NP0_	slave_2_addr[14]	0.59	10
final	arb1.pointer_req[0]$_SDFF_NP1_	slave_1_wdata[14]	0.64	9
after global routing	arb1.pointer_req[1]$_SDFF_NP0_	master_2_rdata[7]	0.41	11
state kept, by name, indices dropped and copies added, names as in the netlist:
signal,flops
master1.slave_1_addr,32
arb2.pointer_req,2
master2.slave_1_addr,32
master2.slave_2_addr,32
master1.slave_2_addr,32
arb1.pointer_req,2
layout by cell type, fill, tap and decap left out, drive strengths merged, types with 2 or more instances in the layout:
cell type      synthesis  final
fa                     4      4
o21a                   3      3
inv                   15     17
clkdlybuf4s50          0    402
or2                    2      2
buf                   47     20
clkbuf                31     14
and2                   3      3
o21ai                  4      4
nor2                 202    202
dlxtn                128    128
diode                  0      3
dfxtp                  4      4
nand2                  4      4
ha                     8      8
nor3                   2      2
nor2b                 68     68
a22oi                198    198
o311a                  2      2
a221oi                 2      2
per-layer routing:
metal | GRT usage | up-vias | routed length, um
met5 | 0.00127 | - | 0
met4 | 0.0286 | 0 | 518
met3 | 0.0672 | 29 | 4030
met2 | 0.234 | 342 | 14400
met1 | 0.167 | 3266 | 11600
li1 | - | 3270 | -
Power and IR drop assume default switching activity.
